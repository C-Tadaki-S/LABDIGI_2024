[./run.sh]
#!/bin/bash
# OpenROAD 26Q1-2900-gdf79404cd8, Yosys 0.63+post, stock flow scripts
make -C /OpenROAD-flow-scripts/flow DESIGN_CONFIG=/design/flow/config.mk WORK_HOME=/design/flow/orfs finish
[./config.mk]
export PLATFORM = sky130hd
export DESIGN_NAME = contador_comparador
export DESIGN_NICKNAME = contador_comparador
export VERILOG_FILES = /design/flow/design.v
export SDC_FILE = /design/flow/constraint.sdc
export NUM_CORES = 4
export LEC_CHECK = 1
export CORE_AREA = 10 10 70 70
export DIE_AREA = 0 0 80 80
[./constraint.sdc]
current_design contador_comparador

set clk_period 1.6
set clk_io_pct 0.2

create_clock -name clk0 -period $clk_period [get_ports {CLK}]

set non_clock_inputs [all_inputs -no_clocks]
set_input_delay [expr $clk_period * $clk_io_pct] -clock clk0 $non_clock_inputs
set_output_delay [expr $clk_period * $clk_io_pct] -clock clk0 [all_outputs]
[./design.v]
module comparador7485_6 (
    input valor_comparado_A3, valor_comparado_A2, valor_comparado_A1, valor_comparado_A0,
    input valor_comparado_B3, valor_comparado_B2, valor_comparado_B1, valor_comparado_B0,
    input entrada_A_maior_B, entrada_A_menor_B, entrada_A_igual_B,
    output A_maior_que_B, A_menor_que_B, A_igual_a_B
);
    wire a_maior_que_b, a_menor_que_b, a_igual_a_b;
    wire a3_igual_b3, a3_maior_b3, a3_menor_b3;
    wire a2_igual_b2, a2_maior_b2, a2_menor_b2;
    wire a1_igual_b1, a1_maior_b1, a1_menor_b1;
    wire a0_igual_b0, a0_maior_b0, a0_menor_b0;
    assign a3_igual_b3 = (valor_comparado_A3 == valor_comparado_B3);
    assign a3_maior_b3 = (valor_comparado_A3 > valor_comparado_B3);
    assign a3_menor_b3 = (valor_comparado_A3 < valor_comparado_B3);
    assign a2_igual_b2 = (valor_comparado_A2 == valor_comparado_B2);
    assign a2_maior_b2 = (valor_comparado_A2 > valor_comparado_B2);
    assign a2_menor_b2 = (valor_comparado_A2 < valor_comparado_B2);
    assign a1_igual_b1 = (valor_comparado_A1 == valor_comparado_B1);
    assign a1_maior_b1 = (valor_comparado_A1 > valor_comparado_B1);
    assign a1_menor_b1 = (valor_comparado_A1 < valor_comparado_B1);
    assign a0_igual_b0 = (valor_comparado_A0 == valor_comparado_B0);
    assign a0_maior_b0 = (valor_comparado_A0 > valor_comparado_B0);
    assign a0_menor_b0 = (valor_comparado_A0 < valor_comparado_B0);
    assign a_maior_que_b = a3_maior_b3 | (a3_igual_b3 & a2_maior_b2) | (a3_igual_b3 & a2_igual_b2 & a1_maior_b1) | (a3_igual_b3 & a2_igual_b2 & a1_igual_b1 & a0_maior_b0);
    assign a_igual_a_b = a3_igual_b3 & a2_igual_b2 & a1_igual_b1 & a0_igual_b0;
    assign a_menor_que_b = ~(a_maior_que_b | a_igual_a_b);
    wire erro = entrada_A_maior_B & entrada_A_menor_B & entrada_A_igual_B & a3_igual_b3 & a2_igual_b2 & a1_igual_b1 & a0_igual_b0;
    assign A_maior_que_B = erro ? 0 : (a_maior_que_b | (a_igual_a_b & ((entrada_A_maior_B & ~entrada_A_menor_B)) | a_igual_a_b & (~entrada_A_maior_B & ~entrada_A_menor_B & ~entrada_A_igual_B)));
    assign A_menor_que_B = erro ? 0 : (a_menor_que_b | (a_igual_a_b & ((entrada_A_menor_B & ~entrada_A_maior_B)) | a_igual_a_b & (~entrada_A_maior_B & ~entrada_A_menor_B & ~entrada_A_igual_B)));
    assign A_igual_a_B = erro ? 0 : (a_igual_a_b & entrada_A_igual_B);
endmodule
module contador74163 (
    CLR_1, CLK_2, A_3, B_4, C_5, D_6, ENP_7, GND_8, LD_9, ENT_10, Q_11, Q_12, Q_13, Q_14, RCO_15, VDD_16
);
  input CLR_1, CLK_2, A_3, B_4, C_5, D_6, ENP_7, GND_8, LD_9, ENT_10, VDD_16;
  output Q_11, Q_12, Q_13, Q_14, RCO_15;
  reg [3:0] Q_11to14;
  assign Q_11 = Q_11to14[3];
  assign Q_12 = Q_11to14[2];
  assign Q_13 = Q_11to14[1];
  assign Q_14 = Q_11to14[0];
  assign RCO_15 = ENT_10 && (Q_11to14 == 4'b1111);
  always @(posedge CLK_2) begin
    case (CLR_1)
      1'b1: case (LD_9)
        1'b1: case (ENP_7)
          1'b1: case (ENT_10)
            1'b1: Q_11to14 <= Q_11to14 + 4'b0001;
            default: Q_11to14 <= Q_11to14;
          endcase
          default: Q_11to14 <= Q_11to14;
        endcase
        default: Q_11to14 <= {A_3, B_4, C_5, D_6};
      endcase
      default: Q_11to14 <= 4'b0000;
    endcase
  end
endmodule
module contador_comparador (
    input CLK, CLR, ENP, LD,
    input A_3, B_4, C_5, D_6,
    input B_3, B_2, B_1, B_0,
    output A_maior_que_B, A_menor_que_B, A_igual_a_B, RCO
);
    wire valor_comparado_A3, valor_comparado_A2, valor_comparado_A1, valor_comparado_A0;
    contador74163 contador (
        .CLR_1(CLR), .CLK_2(CLK), .A_3(A_3), .B_4(B_4), .C_5(C_5), .D_6(D_6), .ENP_7(ENP), .GND_8(1'b0), .LD_9(LD), .ENT_10(1'b1),
        .Q_11(valor_comparado_A3), .Q_12(valor_comparado_A2), .Q_13(valor_comparado_A1), .Q_14(valor_comparado_A0), .RCO_15(RCO), .VDD_16(1'b1)
    );
    comparador7485_6 comparador (
        .valor_comparado_A3(valor_comparado_A3), .valor_comparado_A2(valor_comparado_A2), .valor_comparado_A1(valor_comparado_A1), .valor_comparado_A0(valor_comparado_A0),
        .valor_comparado_B3(B_3), .valor_comparado_B2(B_2), .valor_comparado_B1(B_1), .valor_comparado_B0(B_0),
        .entrada_A_maior_B(1'b0), .entrada_A_menor_B(1'b0), .entrada_A_igual_B(1'b1),
        .A_maior_que_B(A_maior_que_B), .A_menor_que_B(A_menor_que_B), .A_igual_a_B(A_igual_a_B)
    );
endmodule
==> flow_summary.toml <==
# physical design summary
[run_status]
outcome = "complete, but fails checks"
violations = "negative setup slack"

[setup_path]
cp-start-kind = "flop"
arrival_ns = 1.30
cp_max_fo = 3
cp_top_family = "flip-flops"
cpPeakStageDelay_ns = 0.35
crit_start = "contador.Q_11to14[1]"
end_kind = "output port"
critPathSlowestCell = "dfxtp_4"
crit_chain = "ha_4 -> o21a_1 -> o21ai_1 -> a21o_1 -> buf_2"
path_buffers = 1
rr_startpoint = "contador.Q_11to14[0]"
critPathKind = "flop to output port"
cp.required_ns = 1.28

[final_timing]
clock-skew-final_ns = 0.00245
hold_viol = 0
maxSlewViolCount = 0
rsz0062_at_grt = "true"
fin_setup_tns_ns = -0.0151
slew_headroom = 0.838
tightest_slew_ns = 0.242
period_minus_slack_ns = 1.62
fin_hold_ws_ns = 0.689
max_clock_freq_mhz = 619
finalSetupViolations = 1
fin_ws_ns = -0.0151
fin_crit_sh = 1.01

[placed_design]
place_area_sq_um = 553
place_congestion = 0.682
dp_hpwl_microns = 752
io_buffers = 15

[yosys]
synthCells = 37
top_cell_area_share = 0.254
ys_types = 16
syn_area_per_cell_sq_um = 8.52
yosysWarningCount = 1
ys_area_sq_um = 315
yosysCellCount = 37
largest_area_cell = "dfxtp_1"
top_cells_by_area = "dfxtp_1 (25%), ha_1 (20%), o211a_1 (6.3%)"
synth_flops = 4
synth_area_sq_um = 315
ys_seq_share = 0.254

[clocking]
cts.reportedPaths.clkPinSlew_ns = 0.04
htree_levels = 1
cts_buffer_depth = 2
cts_root_buffer = "clkbuf_4"
cts_tree = "done"
cts.sinks = 4
clk_latency_ns = 0.24
numCtsBuffers = 3

[power_and_ir_drop]
power_density_mw_per_mm2 = 587
ir_drop_mv = 0.273
power.leakage_nw = 0.285
pwr-share-clk = 0.322
p_int_uw = 289
seqPwrFrac = 0.301
p_switching_uw = 107
finalPower_uw = 395
p_comb_frac = 0.378
switching_share = 0.270

[detailed_routing]
dr_wl_met2_microns = 258
wl_per_cell_microns = 8.79
drt_iter0_markers = 4
wl_met1_microns = 513
dr.max_layer_used = "met4"
route.vias.total = 337
antenna_cells = 0
drtPass1Iterations = 4
wirelength_microns = 940
drc_errors = 0
vias_per_cell = 3.15
wl_met3_microns = 160
ant_nets = 0

[layout]
largest_reg_flops = 4
layout_top_cell = "clkdlybuf4s50_1"
fin_area_sq_um = 673
reg_top3 = "contador.Q_11to14 (4)"
layout_top_cells = "clkdlybuf4s50_1 (7), ha_4 (5), inv_2 (4), nand2_1 (4), buf_4 (4)"
syn_to_final_growth_pct = 113
drive_gt1_frac = 0.443
fin_util = 0.197
top_register = "contador.Q_11to14"

[floorplanning]
rows = 21
die_area_sq_mm = 0.00640
ios = 16
die_h_microns = 80
initCoreUtil = 0.0923
core_sq_mm = 0.00342
die_w_microns = 80

[hold_path]
hp-start = "C_5"
hold_path_class = "input pin to flop"

[run]
drv_cap = 0
tool_warnings = 27

[global_route]
grt_pass1_vias = 365
grt_pass1_wl_mm = 1.57
globalRoute.totalOverflow = 0
grt_max_degree = 9
grt_usage = 0.0294
antenna_found_initial = 0
[power groups by stage]
stage	Combinational [mW]	Sequential, mW	Clock (mW)
6_report	0.149	0.119	0.127
5_1_grt	0.169	0.120	0.143
4_1_cts	0.135	0.120	0.133
[synth_stat cells, drive strengths merged]
master and n:
xnor2 2, o21ai 3, mux2i 1, nand4 1
nor2b 2, a21o 2, and4 1, and3 1
ha 5, dfxtp 4, a21oi 3, xor2 1
inv 4, o21a 1, o211a 2, nand2 4
[cell families after synthesis]
family,count (synthesis),synth area share
and+or+nand+nor,9,0.155
muxes,1,0.0317
DFF,4,0.254
AOI/OAI and AO/OA,11,0.230
xor gates and xnor gates,3,0.0833
buffers and inverters,4,0.0476
adders and majority gates,5,0.198
[layer usage]
metal | up-vias | track usage
li1 | 185 | -
met1 | 131 | 0.0452
met2 | 19 | 0.0297
met3 | 2 | 0.0216
met4 | 0 | 0.00528
met5 | - | 0
[final timing paths]
kind / to / slack (ns) / depth (start not counted)
setup / recovery: A_menor_que_B / -0.02 / 5
hold / removal: contador.Q_11to14[1] / 0.69 / 2
setup reg to reg: contador.Q_11to14[1] / 0.48 / 5
hold reg to reg: contador.Q_11to14[3] / 0.69 / 4
[per-stage QoR]
step	instances	setup WS (ns)
2_1_floorplan	37	0.269
3_3_place_gp	102	-0.713
3_5_place_dp	102	-0.718
4_1_cts	105	-0.0380
5_1_grt	107	-0.0705
6_report	107	-0.0151
[repair_timing]
item,in CTS,in global routing
pin swaps,9,7
resized,31,7
endpoints found under the setup margin,4,4
hold buffers,0,0
buffers inserted,0,2
[worst reg2reg max path: cells and delay by family, from the launching register on]
family / cells / cell delay, ns
AOI/OAI and AO/OA: 1 / 0.13
adders and majority gates: 1 / 0.22
buffers and inverters: 1 / 0.12
DFF: 1 / 0.35
muxes: 1 / 0.13
and+or+nand+nor: 1 / 0.07
[layout make-up]
class	instances	area [sq um]
fill	378	2740
timing repair buffer	21	189
clock buffer	3	22.5
sequential	4	90.1
tap	46	57.6
multi-input combinational	29	299
inverter	4	15.0
Power figures rest on the tool's default switching activity, not on a simulated workload.
